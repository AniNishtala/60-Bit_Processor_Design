File: /design/flow/run.sh
#!/bin/bash
# OpenROAD 26Q1-2900-gdf79404cd8, Yosys 0.63+post, stock flow scripts
make -C /OpenROAD-flow-scripts/flow DESIGN_CONFIG=/design/flow/config.mk WORK_HOME=/design/flow/orfs finish
File: /design/flow/design.v
module ProgramCounter(
    input wire        clk,
    input wire        rst,
    input wire        Branch, jump,   
    input wire [71:0] Addr,     
    input wire [67:0] jump_addr,  
    input wire [54:0] branch_addr,  
    output reg [71:0] PC
);
always @ (posedge clk) begin
    if (rst)
        PC <= 72'b0;             
    else if (Branch)
        PC <= {17'b0, branch_addr};              
    else if (jump)
        PC <= {4'b0, jump_addr};   
    else 
        PC <= Addr + 1'b1;     
end
endmodule
File: /design/flow/constraint.sdc
current_design ProgramCounter

set clk_period 12.5
set clk_io_pct 0.2

create_clock -name clk0 -period $clk_period [get_ports {clk}]

set non_clock_inputs [all_inputs -no_clocks]
set_input_delay [expr $clk_period * $clk_io_pct] -clock clk0 $non_clock_inputs
set_output_delay [expr $clk_period * $clk_io_pct] -clock clk0 [all_outputs]
File: /design/flow/config.mk
export PLATFORM = sky130hd
export DESIGN_NAME = ProgramCounter
export DESIGN_NICKNAME = ProgramCounter
export VERILOG_FILES = /design/flow/design.v
export SDC_FILE = /design/flow/constraint.sdc
export NUM_CORES = 4
export LEC_CHECK = 1
export CORE_UTILIZATION = 30
==> impl_metrics.tcl <==
# yosys + openroad results
set metrics [dict create \
    root_buffer "clkbuf_16" \
    power.density_nw_per_um2 91.3 \
    die_width_um 120 \
    setup_tns_ns 0 \
    grtUsageTotal_pct 24.3 \
    largest_register_ffs 72 \
    whs_path_depth 3 \
    cts.clk_slew.worst_paths_ns 0.06 \
    synth_seq_share_pct 34.4 \
    via_per_inst 5.11 \
    worstSetupPathType "input pin to flop" \
    areaGrowthSynthToFinish_pct 76.0 \
    clock_path_buffers 2 \
    numCtsBuffers 9 \
    max-vdd-ir-drop_mv 0.0601 \
    period_used_pct 40.6 \
    end_kind "flop" \
    dr_total_vias 4885 \
    min_period_ns 5.07 \
    dieArea_um2 14400 \
    finalMaxSlewViolations 0 \
    cts_resized 0 \
    grt_first_pass_wirelength_mm 26.1 \
    clock-sinks 72 \
    maxSlewHeadroom_pct 39.2 \
    wl_met3_mm 1.73 \
    power_frac_seq_pct 37.1 \
    dr_wl_met2_mm 8.65 \
    cap_violations 0 \
    wirelength_mm 17.3 \
    holdPathEnd "PC[59]$_SDFF_PP0_" \
    yosys_warnings 1 \
    dpl_cell_area_um2 7060 \
    reg_top3 "PC: 72 flops" \
    routedWlPerCell_um 18.1 \
    syn_inst 514 \
    syn_area_per_cell_um2 8.14 \
    ys_chip_area_um2 4190 \
    post-place-ws_ns 7.07 \
    switching_power_w 0.000156 \
    postLayoutCellArea_um2 7370 \
    grt-ovfl-total 0 \
    grt_pass1_vias 4852 \
    drc 0 \
    ys_ff 72 \
    warnings 25 \
    setup-violations-final 0 \
    num_rows 42 \
    p_leak_nw 2.57 \
    place_congestion 0.944 \
    p_int_w 0.000517 \
    port_buffers 270 \
    grt_antenna_before_repair 0 \
    drt_pass1_iterations 7 \
    fin_util_pct 55.0 \
    dp_hpwl_mm 14.0 \
    hold_viol_final 0 \
    die_h_um 120 \
    drive_gt1_share_pct 4.62 \
    edf_count 0 \
    clkPwrFrac_pct 39.4 \
    drtIter0Drc 201 \
    coreArea_um2 13400 \
    top_layer_used "met4" \
    p_sw_share_pct 23.1 \
    setup_slack_ns 7.43 \
    max_freq_ghz 0.197 \
    synth_cell_types 44 \
    regMostFlops "PC" \
    pwr-share-comb_pct 23.5 \
    netlist_area_um2 4190 \
    critPathArrivalTime_ns 5.29 \
    worstHoldPathType "input pin to flop" \
    worstPathRequired_ns 12.72 \
    power_w 0.000673 \
    ys_cells 514 \
    critPathMaxFanout 9 \
    post-cts-setup-buffer-count 0 \
    met1_length_mm 6.74 \
    ant_nets 0 \
    rsz0062_at_grt "false" \
    cts_hold_buf 0 \
    grt_max_degree 31 \
    outcome "finished, final reports clean" \
    fp_util_pct 31.2 \
    worstMarginPinSlew_ns 0.908 \
    htreeDepth 3 \
    flop_cell "dfxtp_1" \
    num_antenna_cells 0 \
    hp-start "jump_addr[59]" \
    startpoint_type "input pin" \
    design.portCount 271 \
    cts_tree "built" \
    synthArstFlopShare_pct 0 \
]
-- how the worst max path moves through the flow --
| stage | start | to | slack (ns) | cells after the start |
|---|---|---|---|---|
| 6_report | Addr[0] | PC[70]$_SDFF_PP0_ | 7.43 | 8 |
| 5_1_grt | Addr[0] | PC[70]$_SDFF_PP0_ | 7.14 | 8 |
| 4_1_cts | Addr[0] | PC[70]$_SDFF_PP0_ | 7.44 | 8 |
-- critical path: stages --
cell and delay [ns]:
clkdlybuf4s50_1 0.55, ha_1 0.22, nand3_1 0.18, nor4_1 0.62
nand3_1 0.53, nor4_1 0.47, xnor2_1 0.16, nor2_1 0.05
-- final cells by class --
type | instances | area, µm²
clock inverters | 2 | 37.5
clock buffers | 13 | 270
fillers | 1218 | 6030
multi-input cells | 411 | 2630
repair buffers | 276 | 2750
inverters | 6 | 22.5
well taps | 176 | 220
flip-flops and latches | 72 | 1440
-- synthesized netlist by cell type (all sizes together), types with 3 or more instances --
cell,number,area [µm²]
a211oi,3,22.5
a21oi,18,90.1
a222oi,4,40.0
a22oi,34,255
and2,3,18.8
and3,20,125
and4,5,43.8
clkbuf,23,86.3
dfxtp,72,1440
inv,6,22.5
mux2i,8,80.1
nand2,39,146
nand3,37,190
nand4,19,140
nor2,40,153
nor3,22,120
nor4,15,143
o21ai,51,255
o22ai,8,50.1
xnor2,48,420
xor2,21,184
-- metal layers --
metal  track usage (%)  up-vias
met3              7.23       13
li1                  -     2428
met4              2.89        0
met2              43.0      212
met1              30.0     2232
met5                 0        -
-- layout by cell type, fill, tap and decap left out, types with 2 or more instances in the layout --
| cell | n |
|---|---|
| a211oi_1 | 3 |
| a21oi_1 | 18 |
| a222oi_1 | 4 |
| a22oi_1 | 34 |
| and2_1 | 3 |
| and3_1 | 20 |
| and4_1 | 5 |
| buf_4 | 6 |
| clkbuf_16 | 9 |
| clkbuf_8 | 3 |
| clkdlybuf4s50_1 | 270 |
| dfxtp_1 | 72 |
| inv_1 | 6 |
| mux2i_1 | 8 |
| nand2_1 | 39 |
| nand3_1 | 36 |
| nand3b_1 | 2 |
| nand4_1 | 17 |
| nand4b_1 | 2 |
| nor2_1 | 38 |
| nor2_2 | 2 |
| nor3_1 | 19 |
| nor3_2 | 3 |
| nor4_1 | 10 |
| nor4_2 | 3 |
| nor4_4 | 2 |
| o21ai_0 | 43 |
| o21ai_1 | 8 |
| o22ai_1 | 8 |
| or4_4 | 2 |
| xnor2_1 | 48 |
| xor2_1 | 21 |
-- power groups by stage --
| stage | sequential [W] | combinational, W | clock [W] |
|---|---|---|---|
| CTS | 0.000250 | 0.000160 | 0.000272 |
| global route | 0.000251 | 0.000171 | 0.000282 |
| finish | 0.000250 | 0.000158 | 0.000265 |
-- stage by stage --
| stage | instances | hold slack, ns |
|---|---|---|
| finish | 956 | 2.71 |
| global route | 956 | 2.72 |
| CTS | 956 | 2.70 |
| detailed placement | 941 | 3.06 |
| global placement | 941 | 3.06 |
| floorplan | 514 | 2.61 |
-- kinds of logic after synthesis --
| family | synth area share [%] |
|---|---|
| simple gates | 27.7 |
| compound gates | 18.3 |
| flops | 34.4 |
| xor+xnor | 14.4 |
| buf+inv | 2.96 |
| mux | 1.91 |
| fa+ha+maj | 0.299 |
Power and IR drop assume default switching activity.
