==> /design/flow/design.v <==
module Multiplexer21(
	input wire [71:0] A,
	input wire [71:0] B,
	input wire selectionLine,
	output reg [71:0] C
);
	always @(*) 
	     begin
	     C = (selectionLine) ? B : A; 
end
endmodule
==> /design/flow/run.sh <==
#!/bin/bash
# OpenROAD 26Q1-2900-gdf79404cd8, Yosys 0.63+post, stock flow scripts
make -C /OpenROAD-flow-scripts/flow DESIGN_CONFIG=/design/flow/config.mk WORK_HOME=/design/flow/orfs finish
==> /design/flow/config.mk <==
export PLATFORM = sky130hd
export DESIGN_NAME = Multiplexer21
export DESIGN_NICKNAME = Multiplexer21
export VERILOG_FILES = /design/flow/design.v
export SDC_FILE = /design/flow/constraint.sdc
export NUM_CORES = 4
export LEC_CHECK = 1
export CORE_AREA = 10 10 92 92
export DIE_AREA = 0 0 102 102
==> /design/flow/constraint.sdc <==
current_design Multiplexer21

set clk_period 1.0
set clk_io_pct 0.2

create_clock -name clk0 -period $clk_period

set non_clock_inputs [all_inputs -no_clocks]
set_input_delay [expr $clk_period * $clk_io_pct] -clock clk0 $non_clock_inputs
set_output_delay [expr $clk_period * $clk_io_pct] -clock clk0 [all_outputs]
==> reports/results.tsv <==
stage	metric	value	unit
run_status	status	complete, but fails checks	
run_status	violated checks	setup timing	
worst_setup_path	CP Launch Type	input port	
logic_synthesis	Top-area cell share	85.8	%
global_route	vias in the first global route	1780	
timing	max_slew headroom	92.6	%
route	ANT nets after route	0	
timing	worst setup margin	-0.240	ns
final_layout	Clock buffer cells	0	
logic_synthesis	yosys cell count	80	
worst_setup_path	kind of critical path	input port to output pin	
timing	Period minus WS final	1.24	ns
cts	Hold Buf Count CTS	0	
job	tool warning count	34	
floorplan	die y size	102	microns
route	top sig layer	met4	
global_route	largest net degree at the start of global routing	9	
job	Max-Cap Viols	0	
floorplan	Die Wd	102	microns
logic_synthesis	Avg Cell Area, Syn	15.3	sq um
power_and_ir_drop	P_sw	0.000346	W
logic_synthesis	most common cell in the netlist	mux2_4	
route	WL/cell	20.1	microns
power_and_ir_drop	Seq pwr share	0	%
timing	setup TNS	-12.20	ns
final_layout	final sequential cell count	0	
power_and_ir_drop	Pleak	1.87	nW
hold_path	Worst Hold Class	input port to output pin	
worst_setup_path	worst-path fanout max	8	
logic_synthesis	synthesized instance count	80	
route	drt pass-1 iters	2	
floorplan	FP Rows	29	
timing	endpoints failing setup	72	
timing	Hold Fails Final Rpt	0	
logic_synthesis	main area contributors	mux2_4, buf_12, mux2_2	
logic_synthesis	top cells by count, synth	mux2_4, buf_12, mux2_2	
timing	fin. max-slew vios	0	
floorplan	die area	10400	sq um
route	Detailed Route Iter0 Violations	15	
floorplan	area of the core	6460	sq um
final_layout	FF+latch area	0	sq um
route	Met3 Routed Length	1250	microns
final_layout	Util after Layout	55.9	%
global_route	GRT overflow	0	
timing	final clock period utilization by the worst path	124	%
timing	RSZ-0062 raised after global routing	true	
global_route	first-pass GRT wire length	11100	microns
logic_synthesis	Unique cell types	4	
logic_synthesis	Seq share, synth	0	%
final_layout	Finished Cell Area	3610	sq um
global_route	GRT Total Usage	13.8	%
power_and_ir_drop	sw frac	22.6	%
placed_design	DP HPWL	6720	microns
placed_design	placed inst area	3390	sq um
power_and_ir_drop	Max VDD drop	0.000265	V
global_route	initial antenna violation count	1	
final_layout	Area growth syn-to-layout	195	%
logic_synthesis	leading area contributor after synthesis	mux2_4	
power_and_ir_drop	pwr dens	425	nW/um^2
placed_design	placed cells	369	
floorplan	IO Pins	217	
logic_synthesis	chip area line of the yosys report	1220	sq um
floorplan	fp_density	19.0	%
power_and_ir_drop	part of the power in combinational logic	100.0	%
route	post-DR vias/cell	4.15	
final_layout	layout cells sized above 1	53.1	%
placed_design	Port Buffer Count	217	
power_and_ir_drop	P_int	0.00119	W
power_and_ir_drop	Clk pwr share	0	%
final_layout	MI comb area	1080	sq um
worst_setup_path	critical path required time	0.80	ns
hold_path	hold path cells	3	
timing	fmax	806	MHz
worst_setup_path	Crit path arrival time	1.04	ns
timing	Least-Margin Pin Slew	0.111	ns
route	DRC Markers	0	
route	DR vias	1596	
route	met2 wire len	3910	microns
route	WL final	7740	microns
placed_design	RD Place Congestion	0.781	
final_layout	# fillers	576	
logic_synthesis	Synth warnings	1	
final_layout	Non-Filler Instances	385	
route	Post-Route M1 WL	2550	microns
worst_setup_path	CP endpoint kind	output pin	
logic_synthesis	Synth Cell Area	1220	sq um
[worst paths after layout]
kind / from / to / slack [ns]
worst max-delay path: selectionLine / C[38] / -0.24
worst min-delay path: B[65] / C[65] / 0.71
[cell families (layout without fill, tap and decap cells)]
kind of cell	after synthesis	count (layout)	share of synthesized area [%]
other cells	0	1	0
mux	72	72	87.6
buf+inv	8	235	12.4
[timing repair]
item / 4_1_cts / 5_1_grt
buffers inserted: 9 / 4
cloned: 6 / 0
endpoints found under the setup margin: 72 / 72
pin swaps: 0 / 0
hold endpoints to repair: 0 / 0
resized: 380 / 17
[stage by stage]
step                      power [W]  hold slack, ns  setup slack (ns)
final                       0.00153           0.708            -0.240
after global routing        0.00164           0.721            -0.263
after CTS                   0.00153           0.798            -0.253
after detailed placement    0.00150            1.40            -0.559
after global placement      0.00150            1.40            -0.559
after floorplan            0.000468           0.498            0.0233
[cell type report]
type / instances / area share (%)
tap: 77 / 2.67
multi-input combinational: 72 / 29.9
timing repair buffer: 235 / 67.3
antenna: 1 / 0.0693
[per-layer routing]
layer | global-route usage (%) | vias to the layer above
met3 | 8.38 | 2
met4 | 0.542 | 0
met5 | 0 | -
li1 | - | 763
met1 | 13.5 | 708
met2 | 25.5 | 123
[placed cells by master, fill, tap and decap left out]
| cell type | instances |
|---|---|
| clkdlybuf4s50_1 | 63 |
| buf_4 | 1 |
| dlymetal6s2s_1 | 3 |
| buf_16 | 6 |
| dlygate4sd2_1 | 78 |
| diode_2 | 1 |
| buf_6 | 62 |
| mux2_4 | 72 |
| buf_12 | 6 |
| buf_8 | 1 |
| buf_2 | 15 |
[power groups by stage]
stage	clock network, W	registers, W	logic, W
5_1_grt	0.000000000134	0	0.00164
4_1_cts	0	0	0.00153
6_report	0.000000000134	0	0.00153
[critical path: stages]
cell and delay (ns):
buf_16 0.14, buf_16 0.14, buf_12 0.14, mux2_4 0.30
buf_6 0.11
Power and IR drop assume default switching activity.
